### /design/flow/run.sh
#!/bin/bash
# OpenROAD 26Q1-2900-gdf79404cd8, Yosys 0.63+post, stock flow scripts
make -C /OpenROAD-flow-scripts/flow DESIGN_CONFIG=/design/flow/config.mk WORK_HOME=/design/flow/orfs finish
### /design/flow/design.v
module biquad_unit #(parameter data_width = 16)
(
	input wire clk,
	input wire reset,
	input wire signed [data_width - 1 : 0] sample_in,
	input reg  signed [data_width - 1 : 0] sample_out,
	input wire start,
	output wire ready,
	input wire signed [data_width - 1 : 0] param_in,
	input wire [2:0]  param_target,
	input wire write_param
);
	reg signed [data_width + 1 : 0] b0;
	reg signed [data_width + 1 : 0] b1;
	reg signed [data_width + 1 : 0] b2;
	reg signed [data_width + 1 : 0] a1;
	reg signed [data_width + 1 : 0] a2;
	reg signed [data_width + 1 : 0] x1;
	reg signed [data_width + 1 : 0] x2;
	reg signed [data_width + 1 : 0] y1;
	reg signed [data_width + 1 : 0] y2;
	reg [4:0] state = 0;
	assign ready = (state == 0);
	wire signed [2 * (data_width + 1) : 0] maccumulator_1;
	wire signed [2 * (data_width + 1) : 0] maccumulator_2;
	wire signed [2 * (data_width + 1) : 0] maccumulator_3;
	wire signed [2 * (data_width + 1) : 0] maccumulator_4;
	wire signed [2 * (data_width + 1) : 0] maccumulator_5;
	wire signed [2 * (data_width + 1) : 0] mul_1;
	wire signed [2 * (data_width + 1) : 0] mul_2;
	reg signed [data_width - 1 : 0] f11;
	reg signed [data_width - 1 : 0] f12;
	reg signed [data_width - 1 : 0] f21;
	reg signed [data_width - 1 : 0] f22;
	assign mul_1 = f11 * f12;
	assign mul_2 = f21 * f22;
	reg signed [2 * (data_width + 1) : 0] acc;
	reg signed [data_width + 1 : 0] summand_a;
	reg signed [data_width + 1 : 0] summand_b;
	wire signed [data_width : 0] sum = summand_a + summand_b;
	wire signed [2 * (data_width + 1) : 0] sum_ext = {{(data_width){sum[data_width]}}, sum};
	reg  signed [2 * (data_width + 1) : 0] sum_ext_latched;
	wire signed [2 * (data_width + 1) : 0] accumulator_sum = acc + sum_ext;
	reg [data_width + 1 : 0] sample_in_latched;
	always @(posedge clk) begin
		sum_ext_latched <= sum_ext;
		if (reset) begin
			state <= 0;
			b0 <= 0;
			b1 <= 0;
			b2 <= 0;
			a1 <= 0;
			x1 <= 0;
			x2 <= 0;
			y1 <= 0;
			y2 <= 0;
		end else begin
			if (write_param) begin
				case (param_target)
					0: b0 <= {param_in, 2'b0};
					1: b1 <= {param_in, 2'b0};
					2: b2 <= {param_in, 2'b0};
					3: a1 <= {param_in, 2'b0};
					4: a2 <= {param_in, 2'b0};
				endcase
			end
			case (state)
				0: begin
					if (start) begin
						f11 <= b0;
						f12 <= {2'b0, sample_in};
						sample_in_latched <= {2'b0, sample_in};
						f21 <= b1;
						f22 <= x1;
						acc <= 0;
						state <= 1;
					end
				end
				1: begin
					f11 <= b2;
					f12 <= x2;
					f21 <= a1;
					f22 <= y1;
					summand_a <= mul_1 >>> (data_width - 1);
					summand_b <= mul_2 >>> (data_width - 1);
					state <= 2;
				end
				2: begin
					f11 <= a2;
					f12 <= y2;
					summand_a <=  mul_1[2 * (data_width + 1) : data_width];
					summand_b <= -mul_2[2 * (data_width + 1) : data_width];
					acc <= accumulator_sum;
					state <= 3;
				end
				3: begin
					acc <= accumulator_sum;
					summand_a <= -mul_1[2 * (data_width + 1) : data_width];
					summand_b <= 0;
					state <= 4;
				end
				3: begin
					x2 <= x1;
					x1 <= sample_in_latched;
					y2 <= y1;
					state <= 4;
				end
			endcase
		end
	end
endmodule
### /design/flow/config.mk
export PLATFORM = sky130hd
export DESIGN_NAME = biquad_unit
export DESIGN_NICKNAME = biquad_unit
export VERILOG_FILES = /design/flow/design.v
export SDC_FILE = /design/flow/constraint.sdc
export NUM_CORES = 4
export LEC_CHECK = 1
export CORE_AREA = 10 10 70 70
export DIE_AREA = 0 0 80 80
### /design/flow/constraint.sdc
current_design biquad_unit

set clk_period 1.0
set clk_io_pct 0.2

create_clock -name clk0 -period $clk_period [get_ports {clk}]

set non_clock_inputs [all_inputs -no_clocks]
set_input_delay [expr $clk_period * $clk_io_pct] -clock clk0 $non_clock_inputs
set_output_delay [expr $clk_period * $clk_io_pct] -clock clk0 [all_outputs]
==> changes_impl.md <==
### Implementation results

- Setup violations, final: 0
- Largest stage delay on the critical path: 310 ps
- WP data arrival: 790 ps
- DRC Markers: 0
- PD cells: 1710 nW/µm²
- Syn Inst Count: 13
- Log Warnings: 79
- Final period util: 99.2%
- Area leader, netlist: dfxtp_1
- First-pass GRT wire length: 455 µm
- Status: completed
- Largest net degree at the start of global routing: 5
- Fmax: around 1 GHz
- Area Overhead vs Synth: 117%
- Ys cells: 13
- Inserted Clock Buffers: 3
- Yosys cell types: 8
- Synth Seq Share: 51.1%
- Post-synth regs: 3
- Worst-Margin Slew: 127 ps
- Post-CTS repair timing setup buffer count: 0
- Most numerous logic cells after layout: nor2_1, clkbuf_4, buf_4
- Worst path depth: 2
- Detail Route Antenna Nets: 0
- Clock Pin Slew Worst Setup and Hold Paths: around 40 ps
- Worst R2R Path Depth: 4
- Fin crit period: just under 1000 ps
- Biggest regs: state x3
- Die X: approximately 80 µm
- I/O Buffers: 3
- FP Rows: 21
- Type of the most critical hold path: input port to flop
- First-pass DRT Iterations: 1
- Initial antenna violation count: 0
- Routability cong.: 0.669
- Latency at later pin: between 200 and 250 ps
- Cell area after synthesis: between 100 and 150 µm²
- Critical Path RT: 800 ps
- Total wire length: 309 µm
- Total Power: 0.435 mW
- Avg WL per Cell: 4.48 µm
- Final-report hold violation count: 0
- First DRT Iteration DRCs: 0
- Mean post-synth cell area: 9.05 µm²
- Die area: 6400 µm²
- CORE AREA: 3420 µm²
- HPWL after DPL: 238 µm
- Share of layout cells above drive strength 1: 43.5%
- Core Util, Final: 7.47%
- Leakage: 0.0853 nW
- Hold Slack: 572 ps
- CP cell instances: nor3_2 -> buf_2
- Final Cell Area: 255 µm²
- Vias/cell: 1.68
- Buffers & Inverters on Critical Path: 1
- Global route overflow: 0
- Max reg flops: 3
- Slew margin rel.: 91.5%
- Post-synth top area share: 51.1%
- Largest register by flop count: state
- Warnings, synthesis: 1
- Max stage delay cell, worst path: dfxtp_2
- WHS Path Cells: 2
- # clock sinks: 3
- Worst setup SP type: flop
- Yosys stat chip area: about 120 µm²
- Critical Path End Type: output pin
- CTS tree: done
- Diode count: 0
- Worst VDD drop: 0.558 mV
- Die Ht: 80 µm
- H-tree depth: 1
- Pre-Place Util: 3.44%
- Unrepaired setup endpoints after global routing: yes
- Maximum clock insertion buffer count: 2
- Worst-path fanout max: 2
- CTS root buffer: clkbuf_4
- Number of global-route vias before repair: 121
- GRT Resource Usage Total: 0.926%
- Placed instance area: 228 µm²
- Fin Clk Skew: 1.35 ps
- Routed via count: 116
- CP Class: flop to output pin
- # IOs: approximately 56
- Area contributors post-synth: dfxtp_1, nor2b_4, nor2_1
- Largest delay share family, worst path: flip-flops
- Max cap viols: 0
- Slew Limit Fails: 0
[worst register-to-register path: cells and delay by family, from the launching register on]
family | cells | cell delay [ps]
and+or+nand+nor | 2 | 170
DFF | 1 | 310
buffers and inverters | 1 | 140
xor gates and xnor gates | 1 | 130
[cells by family after synthesis]
kind of cell	synth area share (%)
xor+xnor	7.45
flops	51.1
simple gates	28.7
compound gates	12.8
[cell type report]
cell class	instances	area (µm²)
fill	408	3160
multi-input combinational	10	62.6
sequential	3	61.3
tap	46	57.6
timing repair buffer	6	47.5
clock buffer	4	26.3
[synth_stat cells]
library cell,number
dfxtp_1,3
nor2_1,3
a21oi_1,2
nand2_1,1
nor2b_4,1
nor3_1,1
o21ai_0,1
xnor2_1,1
[power by group]
part           internal [mW]  switching [mW]  total, mW
sequential             0.135         0.00876      0.143
combinational         0.0541          0.0294     0.0835
clock                  0.149          0.0591      0.208
[what timing repair did]
action	CTS	global route
hold buffers	0	0
hold endpoints to repair	0	0
resized	3	2
setup endpoints to repair	1	1
pin swaps	1	1
[metrics by stage]
| step | setup slack, ps | instances | TNS (ps) |
|---|---|---|---|
| floorplan | 233 | 13 | 0 |
| global placement | -169 | 65 | -169 |
| detailed placement | -152 | 65 | -152 |
| CTS | -12.9 | 69 | -12.9 |
| global route | -33.8 | 69 | -33.8 |
| finish | 7.74 | 69 | 0 |
[per-layer routing]
metal	up-vias	part of all wire (%)	global-route usage, %
met5	-	0	0
met4	0	6.5	1.06
met3	2	6.5	0.682
met2	1	45	1.28
met1	50	42	0.796
li1	63	-	-
[final timing paths]
check | start | to | slack [ps]
max | state[0] | ready | 8
min | reset | state[1] | 570
max reg2reg | state[0] | state[1] | 140
min reg2reg | state[0] | state[0] | 610
Power figures rest on the tool's default switching activity, not on a simulated workload.
